## flow/design.v

```verilog
`timescale 1ns / 1ps
module adder(
    input wire clk,
    input wire resetn,
    input wire [31:0] input_adder,
    output wire [31:0] output_adder
    );
reg [16:0] sum;
always @(posedge clk)
begin
    if (~resetn)   sum <= 16'b0;
    else sum <= input_adder[31:16] + input_adder[15:0];
end
assign output_adder = {16'b0, sum[15:0]}; 
endmodule
```

## flow/run.sh

```bash
#!/bin/bash
# OpenROAD 26Q1-2900-gdf79404cd8, Yosys 0.63+post, stock flow scripts
make -C /OpenROAD-flow-scripts/flow DESIGN_CONFIG=/design/flow/config.mk WORK_HOME=/design/flow/orfs finish
```

## flow/config.mk

```make
export PLATFORM = sky130hd
export DESIGN_NAME = adder
export DESIGN_NICKNAME = adder
export VERILOG_FILES = /design/flow/design.v
export SDC_FILE = /design/flow/constraint.sdc
export NUM_CORES = 4
export LEC_CHECK = 1
export CORE_AREA = 10 10 99 99
export DIE_AREA = 0 0 109 109
```

## flow/constraint.sdc

```tcl
current_design adder

set clk_period 11.7
set clk_io_pct 0.2

create_clock -name clk0 -period $clk_period [get_ports {clk}]

set non_clock_inputs [all_inputs -no_clocks]
set_input_delay [expr $clk_period * $clk_io_pct] -clock clk0 $non_clock_inputs
set_output_delay [expr $clk_period * $clk_io_pct] -clock clk0 [all_outputs]
```

==> results_slide.txt <==
Flow Results at a Glance

Min path
  • Hold Crit Endpoint: sum[0]$_SDFF_PN0_
  • Worst min-delay path startpoint: input_adder[16]
  • Worst Hold Path Cells: 3
  • Worst hold path class: in -> reg

Synthesis
  • Post-synth tally of flip-flops with integrated enable: 0
  • Yosys top cell by instances: sky130_fd_sc_hd__buf_4
  • Seq share, synth: 0.253
  • Largest family of logic cells by area: AND-OR/OR-AND gates
  • Post-synth design cell area: 1270 sq um
  • Syn. warnings: 1
  • Synthesized area per cell: approximately 8.6 sq um
  • Area share of the largest cell type after synthesis: 0.253
  • Commonest cells post-synth: sky130_fd_sc_hd__buf_4, sky130_fd_sc_hd__dfxtp_1, sky130_fd_sc_hd__ha_1
  • Prevailing post-synth register cell: sky130_fd_sc_hd__dfxtp_1
  • Number of cells in Yosys stat: between 100 and 150
  • Share of synthesized cell area in and-or and or-and compound cells: 0.194
  • Yosys-reported design area after synthesis: between 1000 and 1500 sq um
  • Cell type with the largest total area after synthesis: sky130_fd_sc_hd__dfxtp_1
  • Number of flip-flops and latches in the synthesized netlist: 16
  • Mux area share: 0.0237
  • Gate Count Post-Synth: between 100 and 150
  • Post-synthesis share of cell area spent on and, or, nand and nor gates: 0.179
  • Xor and xnor area share after synthesis: 0.0622
  • Synth area leaders: sky130_fd_sc_hd__dfxtp_1, sky130_fd_sc_hd__ha_1, sky130_fd_sc_hd__buf_4
  • Fa+ha+maj area frac: 0.164
  • Library cells used by synthesis: 38
  • Async S/R FF share, synth: 0

Power
  • Static leakage power: just under 0.8 nW
  • Maximum vdd ir drop: around 27 uV
  • Power density relative to cell area: approximately 96 nW/um^2

Place
  • Tally of buffers added on design ports: just under 50
  • Placed instance area: 1800 sq um
  • Detailed placer's ending HPWL: roughly 3200 um
  • Dpl cells: approximately 300
  • Final weighted congestion of routability-driven global placement: ~0.83

STA
  • Unrepaired setup endpoints after global routing: no
  • Total negative setup slack: 0 ns
  • Highest achievable clock rate: around 0.22 GHz
  • Max-slew violations: 0
  • Fraction of the cycle the final worst path needs: 0.385
  • Tmin final: 4.51 ns
  • Final Setup Violations: 0
  • Number of hold violations in the final report: 0

Cells and area
  • Register bank with the most flops: sum
  • Layout cell share with drive strength beyond 1: 0.0558
  • Final instance count without filler cells: ~300
  • Signed area change from the synthesized netlist to the final layout: 46.6%
  • Post-Layout Inst Area: ~1900 sq um
  • Registers with the most flip-flops: sum x16
  • Number of flip-flops in the largest register: 16

Setup path
  • Setup crit end kind: flop
  • Crit path DRT: approximately 12 ns
  • Type of the worst setup path: in -> reg
  • Max stage delay cell, worst path: sky130_fd_sc_hd__fa_1
  • Worst path arrival time: 4.69 ns
  • WP buf/inv: 1
  • Startpoint types: primary input
  • Crit-path max FO: 4
  • Kind of cell with the highest combined delay on the critical path: AND-OR/OR-AND gates
  • Critical Path Stages: 8
  • Cell-by-cell listing of the critical path: clkdlybuf4s50_1 -> ha_1 -> fa_1 -> a21o_1 -> a221oi_2 -> o21ai_0 -> a31oi_1 -> mux2i_1
  • Largest stage delay on the critical path: 0.42 ns

GRT
  • Pin count of the biggest net entering global routing: 12
  • Grt total ovfl: 0
  • Wire length of the first global-routing pass: 5570 um
  • Global routing usage summed across all routing layers: 0.0577
  • Vias in the first global route: 1142
  • Antenna violations before repair: 0

Drt
  • Total routed wirelength: 3620 um
  • Post-detailed-route count of antenna-violating nets: 0
  • Post-route DRC: 0
  • Antenna diode count: 0
  • Count of TritonRoute iterations in the first routing pass: 4
  • Drt initial violations: 30
  • Number of vias per cell: between 3 and 4
  • Routed wire length per instance: approximately 12 um
  • Via count: 1146

Die
  • Floorplan-stage core utilization: 0.164
  • Die width: 109 um
  • Core Box Area: between 7000 and 8000 sq um
  • Die height: ~110 um
  • Placement Rows: 32
  • Die Footprint: about 12000 sq um
  • IO Count: approximately 66

Clock network
  • CTS tree: done
  • Clock Pin Slew Worst Setup and Hold Paths: around 0.060 ns
  • Clock tree root buffer cell: sky130_fd_sc_hd__clkbuf_8
  • Postcts setup bufs: 0
  • Post_cts resized: 0
  • Maximum clock insertion buffer count: 2
  • CTS sink cnt: 16
  • Depth of the CTS H-tree: 1
  • Number of buffers added by the clock tree synthesis step: 3
  • Hold-fix buffer count after cts: 0

Run
  • Maximum capacitance violations: 0
  • Tool Warnings: 25

Run status
  • Result of the run: finished clean
==> final cells by class <==
| cell class | count | area (sq um) |
|---|---|---|
| repair buffers | 49 | 490 |
| well taps | 102 | 128 |
| inverters | 4 | 15.0 |
| flip-flops and latches | 16 | 320 |
| clock buffers | 4 | 55.1 |
| fillers | 840 | 5870 |
| multi-input cells | 124 | 850 |
==> report_power, final <==
part | switching [mW] | internal (mW) | total [mW]
clock | 0.0180 | 0.0298 | 0.0478
sequential | 0.00171 | 0.0615 | 0.0632
combinational | 0.0281 | 0.0388 | 0.0669
total | 0.0478 | 0.130 | 0.178
==> per-layer routing <==
layer  vias up  GRT usage  share of wire
li1        599          -              -
met1       515     0.0694           0.43
met2        30      0.100           0.48
met3         2     0.0179          0.076
met4         0    0.00942          0.012
met5         -          0              0
==> through the flow <==
stage                     hold WS [ns]  power [mW]  setup slack [ns]  utilization
after global routing              2.84       0.191              7.07        0.240
final                             2.81       0.178              7.19        0.240
after detailed placement          3.02       0.132              6.92        0.233
after global placement            3.02       0.132              6.98        0.233
after CTS                         2.81       0.182              7.17        0.240
after floorplan                   2.46       0.102              7.59            -
==> layout by cell type, fill, tap and decap left out, drive strengths merged <==
master and count:
a211oi 4, a21boi 1, a21o 4, a21oi 12, a221oi 1, a31oi 4, and2 2, and3 4
clkbuf 4, clkdlybuf4s50 49, conb 16, dfxtp 16, fa 1, ha 15, inv 4, mux2i 3
nand2 12, nand2b 3, nand3 4, nand4 2, nor2 10, nor3 1, nor3b 2, o2111ai 1
o211ai 3, o21a 1, o21ai 6, o221ai 1, or2b 1, or4b 1, xnor2 4, xor2 5
==> logic make-up (layout without fill, tap and decap cells) <==
family,count (synthesis),count (layout)
simple gates,42,42
compound gates,38,38
buf+inv,22,57
fa+ha+maj,16,16
flops,16,16
xor+xnor,9,9
mux,3,3
other cells,1,16
==> tightest hold or removal path: stages <==
cell and delay [ns]:
sky130_fd_sc_hd__clkdlybuf4s50_1 0.46, sky130_fd_sc_hd__ha_1 0.11, sky130_fd_sc_hd__and2_1 0.11
==> worst max path at each step <==
stage	end	slack, ns	startpoint
4_1_cts	sum[10]$_SDFF_PN0_	7.17	input_adder[0]
5_1_grt	sum[10]$_SDFF_PN0_	7.07	input_adder[0]
6_report	sum[10]$_SDFF_PN0_	7.19	input_adder[0]
Power and IR drop assume default switching activity.
