[flow/run.sh]
#!/bin/bash
# OpenROAD 26Q1-2900-gdf79404cd8, Yosys 0.63+post, stock flow scripts
make -C /OpenROAD-flow-scripts/flow DESIGN_CONFIG=/design/flow/config.mk WORK_HOME=/design/flow/orfs finish
[flow/config.mk]
export PLATFORM = sky130hd
export DESIGN_NAME = BRAM
export DESIGN_NICKNAME = BRAM
export VERILOG_FILES = /design/flow/design.v
export SDC_FILE = /design/flow/constraint.sdc
export NUM_CORES = 4
export LEC_CHECK = 1
export CORE_UTILIZATION = 40
export SYNTH_MEMORY_MAX_BITS = 65536
[flow/constraint.sdc]
current_design BRAM

set clk_period 60.7
set clk_io_pct 0.2

create_clock -name clk0 -period $clk_period [get_ports {clk}]

set non_clock_inputs [all_inputs -no_clocks]
set_input_delay [expr $clk_period * $clk_io_pct] -clock clk0 $non_clock_inputs
set_output_delay [expr $clk_period * $clk_io_pct] -clock clk0 [all_outputs]
[flow/design.v]
`timescale 1ns / 1ps
module BRAM #(parameter DLEN = 32, HLEN=9)
           (input                 clk,
            input                 wen,
            input      [HLEN-1:0] waddr,
            input      [DLEN-1:0] din,
            input      [HLEN-1:0] raddr,
            output reg [DLEN-1:0] dout);
(* ram_style="block" *) reg [DLEN-1:0] blockram [(1<<HLEN)-1:0];
always @(posedge clk) begin
    if(wen)
        blockram[waddr] <= din;
end
always @(posedge clk) begin
    dout <= blockram[raddr];
end
endmodule
==> impl_metrics.tcl <==
# implementation run metrics
set metrics [dict create \
    status "finished, violations left" \
    violations "antenna violations, max-capacitance violations, max-slew violations" \
    yosysWarnings 1 \
    yosys_cells 30200 \
    timing.clock.skew_ps 98.7 \
    rrSetupSlack_ps 56350 \
    netlist_instances 30200 \
    antenna_found_initial 209 \
    io_pins 84 \
    cts.sinks 16400 \
    path_buffers 12 \
    async_flop_share_pct 0 \
    clk_latency_ps 1410 \
    die_w_mm 1.26 \
    fin_tns_setup_ps 0 \
    worstSetupStartpointType "input pin" \
    crit_arrival_ps 21660 \
    first_iter_violations 23000 \
    crit_fanout 72 \
    io_buffers 83 \
    cap_violations 3 \
    cpPeakStageDelay_ps 710 \
    cts_setup_buffers 0 \
    root_buffer "clkbuf_16" \
    hold_slack_ps 1120 \
    top_area_share_pct 77.2 \
    first_pass_iters 9 \
    power_density_nw_per_um2 32.7 \
    initial_core_util_pct 40.1 \
    grt_start_max_net_pins 128 \
    worstSetupEndpointType "flop" \
    crit_slowest_cell "a311oi_4" \
    rows 463 \
    overflow 0 \
    edf_count 16400 \
    warnings 62 \
    wl_mm 2050 \
    criticalPathCategory "in2reg" \
    dieArea_um2 1600000 \
    placed_cells 51700 \
    period_used_pct 33.7 \
    max_freq_mhz 48.8 \
    crit_cells 19 \
    synthTopCellsByCount "edfxtp_1 (16,400), mux2i_1 (3,072), mux4_2 (2,391)" \
    ff_type "edfxtp_1" \
    dpl.hpwl_mm 1230 \
    hold_path_depth 5 \
    setup_violations 0 \
    worstMarginPinSlew_ps 1610 \
    ys_types 100 \
    yosys-top-cells-area "edfxtp_1 (77%), mux4_2 (8.5%), mux2i_1 (4.8%)" \
    hold_violations 0 \
    h-tree-depth 7 \
    numSynthFlops 16400 \
    nFillCells 129000 \
    core-area_um2 1590000 \
    min_path_type "reg2reg" \
    yosys_area_um2 637000 \
    slew_violations 8 \
    min_period_ps 20480 \
    area_growth_pct 13.6 \
    cp_cell_sequence "buf_16, buf_4, buf_4, buf_4, buf_4, buf_4, buf_4, buf_4, buf_4, buf_4, mux4_1, o22ai_1, a22oi_1, o2111ai_1, buf_4, nand2_1, a311oi_4, buf_4, nor4_2" \
    netlist_area_um2 637000 \
    grt_use_total_pct 28.0 \
    place_congestion 0.922 \
    routedWlPerCell_um 37.2 \
    grt_pass1_vias 353000 \
    clk_pin_slew_worst_paths_ps 60 \
    postCtsHoldBufs 0 \
    rsz0062_at_grt "false" \
    cts-resized-gates 0 \
    ant_nets 1 \
    drive_above_1_share_pct 22.5 \
    cp_top_family "buffers and inverters" \
    clockBufferDepth 6 \
    postSynthSeqShare_pct 77.3 \
    required_ps 61880 \
    cts_tree "built" \
    fin_cells 55000 \
    viasPerCell 5.94 \
    rr_worst_depth 8 \
    cts_buffers 1660 \
    relSlewSlack_pct -7.47 \
    drc 0 \
    syn_avg_cell_area_um2 21.1 \
    grt_pass1_wl_mm 2800 \
    peakVddDrop_uv 26.4 \
    leakage_uw 0.230 \
    top_area_cell "edfxtp_1" \
    synth.most_common_cell "edfxtp_1" \
    vias 326000 \
    die_h_mm 1.26 \
    timing.critical_path.mode_cell "buf_4" \
]
-- area by class of cell --
type / count / area (um^2) / area share, %
tap: 21200 / 26500 / 3.66
clock buffer: 1986 / 43300 / 5.98
multi-input combinational: 12000 / 135000 / 18.6
antenna: 360 / 901 / 0.124
sequential: 16400 / 493000 / 68.1
timing repair buffer: 2138 / 17000 / 2.36
inverter: 4 / 40.0 / 0.00553
clock inverter: 951 / 8600 / 1.19
-- logic make-up (layout without fill, tap and decap cells) --
family	count (synthesis)	after routing	share of synthesized area (%)
AOI/OAI and AO/OA	3950	3950	4.24
buffers and inverters	1846	5079	2.30
DFF	16400	16400	77.3
muxes	5792	5792	14.5
other	0	360	0
and+or+nand+nor	2222	2222	1.57
-- metrics by stage --
| step | cell area [um^2] | util [%] | power [uW] | setup WS (ps) |
|---|---|---|---|---|
| 2_1_floorplan | 637000 | - | 13300 | 45990 |
| 3_3_place_gp | 671000 | 42.2 | 14000 | 39070 |
| 3_5_place_dp | 671000 | 42.2 | 14000 | 39010 |
| 4_1_cts | 723000 | 45.5 | 23700 | 40380 |
| 5_1_grt | 723000 | 45.5 | 24200 | 40070 |
| 6_report | 724000 | 45.6 | 23700 | 40220 |
-- tightest hold or removal path, stage by stage, from the launching register on --
cell	delay, ps
edfxtp_1	320
mux4_2	220
nand2_1	50
nand3_1	130
nand4_1	180
a31oi_1	200
-- registers in the layout, indices dropped and copies added, names as in the netlist --
name and count:
blockram 16384, dout 32
-- power breakdown --
group | leakage, uW | switching, uW | internal, uW
combinational | 0.0571 | 887 | 371
sequential | 0.147 | 24.6 | 12500
clock | 0.0254 | 4200 | 5710
-- worst paths after layout --
path | from | endpoint
worst max-delay path | raddr[0] | dout[15]
worst min register to register | blockram[383][6] | dout[6]
worst min-delay path | blockram[383][6] | dout[6]
worst max register to register | blockram[195][4] | dout[4]
-- cells in the final DEF (no fill, tap or decap), drive strengths merged, types with 27 or more instances in the layout --
cell type          n
nor4              78
nor3             350
o21ai            450
a22oi            122
nand3            135
clkinv           724
dfxtp             32
a21o              29
inv               27
clkdlybuf4s50     42
o21a              57
a31oi            177
clkbuf          1987
nor2             912
o22ai            834
and3              36
a21oi            786
mux2i           3072
o221ai          1062
bufinv           156
a2111oi           59
edfxtp         16400
diode            360
and2              30
buf             2094
mux4            2680
clkinvlp          48
a211oi           159
mux2              40
nand2            490
nand4             92
-- layer usage --
layer	share of wire (%)	global-route usage (%)	vias to the layer above
li1	-	-	132000
met1	26	26.3	162000
met2	44	37.6	27500
met3	24	29.4	4447
met4	5.7	12.2	294
met5	0.57	7.33	-
Power figures rest on the tool's default switching activity, not on a simulated workload.
