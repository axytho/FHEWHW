===== flow/design.v =====
`timescale 1 ns / 1 ps
module CSA(input      [(2*(1 << ($clog2(14))))-1:0] x,y,z,
           output reg [(2*(1 << ($clog2(14))))-1:0] c,s);
wire [(2*(1 << ($clog2(14))))-1:0] c_t,s_t;
generate
	genvar csa_idx;
	for(csa_idx=0; csa_idx<(2*(1 << ($clog2(14)))); csa_idx=csa_idx+1) begin: FA_LOOP
		FA fau(x[csa_idx],y[csa_idx],z[csa_idx],c_t[csa_idx],s_t[csa_idx]);
	end
endgenerate
always @(*) begin: SHIFT_LOOP
	integer i;
	for(i=0; i<((2*(1 << ($clog2(14))))-1); i=i+1) begin
		c[i+1] = c_t[i];
		s[i]   = s_t[i];
	end
	c[0]                = 1'b0;
	s[(2*(1 << ($clog2(14))))-1] = s_t[(2*(1 << ($clog2(14))))-1];
end
endmodule
`timescale 1 ns / 1 ps
module FA(input  x,y,z,
          output c,s);
assign {c,s} = x+y+z;
endmodule

===== flow/run.sh =====
#!/bin/bash
# OpenROAD 26Q1-2900-gdf79404cd8, Yosys 0.63+post, stock flow scripts
make -C /OpenROAD-flow-scripts/flow DESIGN_CONFIG=/design/flow/config.mk WORK_HOME=/design/flow/orfs finish

===== flow/config.mk =====
export PLATFORM = sky130hd
export DESIGN_NAME = CSA
export DESIGN_NICKNAME = CSA
export VERILOG_FILES = /design/flow/design.v
export SDC_FILE = /design/flow/constraint.sdc
export NUM_CORES = 4
export LEC_CHECK = 1
export CORE_AREA = 10 10 91 91
export DIE_AREA = 0 0 101 101

===== flow/constraint.sdc =====
current_design CSA

set clk_period 1.0
set clk_io_pct 0.2

create_clock -name clk0 -period $clk_period

set non_clock_inputs [all_inputs -no_clocks]
set_input_delay [expr $clk_period * $clk_io_pct] -clock clk0 $non_clock_inputs
set_output_delay [expr $clk_period * $clk_io_pct] -clock clk0 [all_outputs]

==> results.toml <==
# synthesis and place-and-route metrics
[outcome]
status = "finished with violations"
violations = "negative setup slack"

[hold_path]
min-delay-start = "z[31]"
holdPathStages = 3
hp-class = "input port to primary output"

[worst_setup_path]
path_depth = 3
cp-startpoint = "x[20]"
path_class = "input port to primary output"
crit_path_end_kind = "primary output"
cp_max_fo = 1
cp-start-kind = "input port"
cp_common_cell = "buf_6"
cp_data_required_time_ns = 0.80
crit_family = "adder cells"
timing.critical_path.buf_inv = 2
cp_slowest_cell = "fa_2"
critPathMaxStageDelay_ns = 0.56
crit_arrival_ns = 0.95
crit_chain = "buf_6, fa_2, buf_6"
cp-endpoint = "s[20]"

[layout]
regArea_um2 = 0
nClkBuffers = 0
fin_util = 0.308
drive_above_1_share = 0.990
syn_to_final_growth_pct = 73.3
n_sequential_cell = 0

[global_routing]
antenna_found_initial = 0
grt_pass1_vias = 1094
grt_max_degree = 2
overflow = 0
grt_usage = 0.0761
grt_pass1_wl_um = 6150

[synth]
adder_share = 0.550
ys_cells = 97
ys_types = 4
synth_cells = 97
synthTopCellsByArea = "fa_1 55%, buf_4 43%, xor3_1 2.1%"
top_cells_by_count = "64 x buf_4, 31 x fa_1, 1 x conb_1, 1 x xor3_1"
xor_share = 0.0211
synth.most_common_cell = "buf_4"
synthSimpleGateAreaFrac = 0
ys_seq_share = 0
syn_area_um2 = 1130
avgSynthCellArea_um2 = 11.6
synth_compound_gate_area_share = 0
mux_share = 0
ys_warn_count = 1
yosysTopAreaCell = "fa_1"
synth-area-yosys_um2 = 1130
synthTopLogicFamily = "adder cells"
top_area_frac = 0.550

[final_timing]
setup_violations = 31
period_used_share = 1.15
period_minus_slack_ns = 1.15
grt_setup_unrepaired = "true"
drv_slew = 0
fin_ws_ns = -0.150
final-hold-violation-count = 0
max_freq_mhz = 870

[power_and_ir_drop]
pwr-share-seq = 0
power_frac_comb = 1.000
p_sw_mw = 0.244
sw_frac_of_total = 0.307
power.leakage_nw = 0.959
p_int_mw = 0.552
p_per_area_nw_per_um2 = 407
p_clk_frac = 0
total_power_mw = 0.795
ir_drop_v = 0.000122

[detailed_routing]
via_per_inst = 3.42
drc_errors = 0
drt_iter0_drc = 0
ant_nets = 0
num_antenna_cells = 0
wl_um = 4180
avgRoutedWirePerCell_um = 15.6
dr.pass1.iters = 1
vias = 920

[die]
dieArea_um2 = 10200
rows = 29
num_io_pins = 160
die_height_um = 101
core_area_um2 = 6350
die_x_um = 101
fp_util = 0.178

[placement]
io_buffers = 159
hpwl_um = 4080
gp_routability_congestion = 0.760
dp_slack_ns = -0.917

[clock_tree]
postCtsSetupRepairBufs = 0

[run]
warnings = 35
drv_cap = 0
==> area by class of cell <==
type | instances | area, um^2
Timing Repair Buffer | 159 | 1130
Multi-Input combinational cell | 33 | 726
Fill cell | 677 | 4390
Tap cell | 77 | 96.3
==> routing by layer <==
| metal | up-vias | wire length, um | global-route usage |
|---|---|---|---|
| met4 | 0 | 0 | 0 |
| met5 | - | 0 | 0 |
| li1 | 416 | - | - |
| met2 | 62 | 2480 | 0.152 |
| met1 | 442 | 1190 | 0.0742 |
| met3 | 0 | 513 | 0.0312 |
==> stage by stage <==
step | area [um^2] | hold WS (ns) | TNS (ns) | instances
after detailed placement | 2340 | 1.40 | -48.24 | 269
final | 1960 | 0.700 | -3.94 | 269
after global placement | 2340 | 1.40 | -48.11 | 269
after global routing | 1960 | 0.727 | -4.57 | 269
after CTS | 1830 | 0.722 | -4.14 | 269
after floorplan | 1130 | 0.602 | -0.0153 | 97
==> cells in the final DEF, fill, tap and decap left out <==
master / count
conb_1: 1
buf_6: 54
xor3_1: 1
fa_2: 31
buf_2: 105
==> logic make-up after synthesis <==
family                     Yosys count
buffers and inverters               64
adders and majority gates           31
xor gates and xnor gates             1
other                                1
==> worst min path at each step <==
stage         endpoint  slack, ns
CTS              c[19]       0.72
finish           s[31]       0.70
global route     c[20]       0.73
==> what timing repair did <==
action / CTS / global route
setup endpoints to repair: 63 / 33
gates resized: 633 / 22
hold buffers: 0 / 0
pin swaps: 31 / 20
==> power groups by stage <==
stage / Sequential, mW / Combinational (mW) / Clock (mW)
CTS: 0 / 0.785 / 0
global route: 0 / 0.937 / 0
finish: 0 / 0.795 / 0
No activity file was given, so power comes from the tool's default toggle rates.
