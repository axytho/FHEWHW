File: ./config.mk
export PLATFORM = sky130hd
export DESIGN_NAME = ModMult
export DESIGN_NICKNAME = ModMult
export VERILOG_FILES = /design/flow/design.v
export SDC_FILE = /design/flow/constraint.sdc
export NUM_CORES = 4
export LEC_CHECK = 1
export CORE_UTILIZATION = 50
File: ./constraint.sdc
current_design ModMult

set clk_period 6.6
set clk_io_pct 0.2

create_clock -name clk0 -period $clk_period [get_ports {clk}]

set non_clock_inputs [all_inputs -no_clocks]
set_input_delay [expr $clk_period * $clk_io_pct] -clock clk0 $non_clock_inputs
set_output_delay [expr $clk_period * $clk_io_pct] -clock clk0 [all_outputs]
File: ./design.v
`timescale 1 ns / 1 ps
module ModMult(input clk,reset,
               input [14-1:0] A,B,
               input [14-1:0] q,
               output[14-1:0] C);
wire [(2*14)-1:0] P;
intMult im(clk,reset,A,B,P);
ModRed  mr(clk,reset,q,P,C);
endmodule
`timescale 1 ns / 1 ps
module ModRed (input                               clk,reset,
			   input      [14-1:0]     q,
			   input      [(2*14)-1:0] P,
			   output reg [14-1:0]     C);
wire [(2*14)-1:0] C_reg [((14 > ((($clog2(512)))+1)) ? ((14 > (((($clog2(512)))+1) * 2)) ? ((14 > (((($clog2(512)))+1) * 3)) ? ((14 > (((($clog2(512)))+1) * 4)) ? ((14 > (((($clog2(512)))+1) * 5)) ? ((14 > (((($clog2(512)))+1) * 6)) ? ((14 > (((($clog2(512)))+1) * 7)) ? 8 : 7) : 6) : 5) : 4) : 3) : 2) : 1):0];
assign C_reg[0][(2*14)-1:0] = P[(2*14)-1:0];
genvar i_gen_loop;
generate
  for(i_gen_loop=0; i_gen_loop < (((14 > ((($clog2(512)))+1)) ? ((14 > (((($clog2(512)))+1) * 2)) ? ((14 > (((($clog2(512)))+1) * 3)) ? ((14 > (((($clog2(512)))+1) * 4)) ? ((14 > (((($clog2(512)))+1) * 5)) ? ((14 > (((($clog2(512)))+1) * 6)) ? ((14 > (((($clog2(512)))+1) * 7)) ? 8 : 7) : 6) : 5) : 4) : 3) : 2) : 1)-1); i_gen_loop=i_gen_loop+1)
  begin
		ModRed_sub     #(.CURR_DATA((2*14)-(i_gen_loop  )*(((($clog2(512)))+1)-1)),
						 .NEXT_DATA((2*14)-(i_gen_loop+1)*(((($clog2(512)))+1)-1)))
		           mrs  (.clk(clk),
						 .reset(reset),
						 .qH(q[14-1:((($clog2(512)))+1)]),
						 .T1(C_reg[i_gen_loop]  [((2*14)-(i_gen_loop)  *(((($clog2(512)))+1)-1))-1:0]),
						 .C (C_reg[i_gen_loop+1][((2*14)-(i_gen_loop+1)*(((($clog2(512)))+1)-1))-1:0]));
  end
endgenerate
ModRed_sub     #(.CURR_DATA((2*14)-(((14 > ((($clog2(512)))+1)) ? ((14 > (((($clog2(512)))+1) * 2)) ? ((14 > (((($clog2(512)))+1) * 3)) ? ((14 > (((($clog2(512)))+1) * 4)) ? ((14 > (((($clog2(512)))+1) * 5)) ? ((14 > (((($clog2(512)))+1) * 6)) ? ((14 > (((($clog2(512)))+1) * 7)) ? 8 : 7) : 6) : 5) : 4) : 3) : 2) : 1)-1)*(((($clog2(512)))+1)-1)),
				 .NEXT_DATA(14+2))
		   mrsl (.clk(clk),
				 .reset(reset),
				 .qH(q[14-1:((($clog2(512)))+1)]),
				 .T1(C_reg[((14 > ((($clog2(512)))+1)) ? ((14 > (((($clog2(512)))+1) * 2)) ? ((14 > (((($clog2(512)))+1) * 3)) ? ((14 > (((($clog2(512)))+1) * 4)) ? ((14 > (((($clog2(512)))+1) * 5)) ? ((14 > (((($clog2(512)))+1) * 6)) ? ((14 > (((($clog2(512)))+1) * 7)) ? 8 : 7) : 6) : 5) : 4) : 3) : 2) : 1)-1][((2*14)-(((14 > ((($clog2(512)))+1)) ? ((14 > (((($clog2(512)))+1) * 2)) ? ((14 > (((($clog2(512)))+1) * 3)) ? ((14 > (((($clog2(512)))+1) * 4)) ? ((14 > (((($clog2(512)))+1) * 5)) ? ((14 > (((($clog2(512)))+1) * 6)) ? ((14 > (((($clog2(512)))+1) * 7)) ? 8 : 7) : 6) : 5) : 4) : 3) : 2) : 1)-1)*(((($clog2(512)))+1)-1))-1:0]),
				 .C (C_reg[((14 > ((($clog2(512)))+1)) ? ((14 > (((($clog2(512)))+1) * 2)) ? ((14 > (((($clog2(512)))+1) * 3)) ? ((14 > (((($clog2(512)))+1) * 4)) ? ((14 > (((($clog2(512)))+1) * 5)) ? ((14 > (((($clog2(512)))+1) * 6)) ? ((14 > (((($clog2(512)))+1) * 7)) ? 8 : 7) : 6) : 5) : 4) : 3) : 2) : 1)  ][(14+2)-1:0]));
wire [14+1:0] C_ext;
wire [14+1:0] C_temp;
assign C_ext  = C_reg[((14 > ((($clog2(512)))+1)) ? ((14 > (((($clog2(512)))+1) * 2)) ? ((14 > (((($clog2(512)))+1) * 3)) ? ((14 > (((($clog2(512)))+1) * 4)) ? ((14 > (((($clog2(512)))+1) * 5)) ? ((14 > (((($clog2(512)))+1) * 6)) ? ((14 > (((($clog2(512)))+1) * 7)) ? 8 : 7) : 6) : 5) : 4) : 3) : 2) : 1)][(14+2)-1:0];
assign C_temp = C_ext - q;
always @(posedge clk or posedge reset)
begin
	if(reset) begin
		C <= 0;
	end
	else begin
		if (C_temp[14+1])
			C <= C_ext;
		else
			C <= C_temp[14-1:0];
	end
end
endmodule
`timescale 1 ns / 1 ps
module ModRed_sub #(parameter CURR_DATA = 0, NEXT_DATA = 0)
                  (input                                     clk,reset,
				   input     [(14-((($clog2(512)))+1))-1:0]  qH,
				   input     [CURR_DATA-1:0]                 T1,
				   output reg[NEXT_DATA-1:0]                 C);
reg [(((($clog2(512)))+1))-1:0]             T2L;
reg [(((($clog2(512)))+1))-1:0]             T2;
reg [(CURR_DATA - ((($clog2(512)))+1))-1:0] T2H;
reg                             CARRY;
(* use_dsp = "yes" *) reg [14 - 1:0]      MULT;
always @(*) begin
	T2L = T1[(((($clog2(512)))+1))-1:0];
    T2  = (-T2L);
end
always @(posedge clk or posedge reset) begin
    if(reset) begin
        T2H   <= 0;
        CARRY <= 0;
        MULT  <= 0;
    end
    else begin
        T2H   <= (T1 >> (((($clog2(512)))+1)));
        CARRY <= (T2L[((($clog2(512)))+1)-1] | T2[((($clog2(512)))+1)-1]);
        MULT  <= qH * T2;
    end
end
always @(posedge clk or posedge reset) begin
    if(reset) begin
        C <= 0;
    end
    else begin
        C <= (MULT+T2H)+CARRY;
    end
end
endmodule
`timescale 1 ns / 1 ps
module intMult(input clk,reset,
			   input [14-1:0] A,B,
			   output reg[(2*14)-1:0] C);
(* use_dsp = "yes" *) reg [(2*(1 << ($clog2(14))))-1:0] output_dsp [(1 << (($clog2((1 << ($clog2(14))))) - 4))*(1 << (($clog2((1 << ($clog2(14))))) - 4))-1:0];
wire[(2*(1 << ($clog2(14))))-1:0] op_reg     [((((1 << ($clog2(14))) > 16) ? ((1 << (($clog2((1 << ($clog2(14))))) - 4))*(1 << (($clog2((1 << ($clog2(14))))) - 4))-2) : 0)*3+2)-1:0];
reg [15:0] first_index_dsp  [(1 << (($clog2((1 << ($clog2(14))))) - 4))-1:0];
reg [15:0] second_index_dsp [(1 << (($clog2((1 << ($clog2(14))))) - 4))-1:0];
wire[(2*(1 << ($clog2(14))))-1:0] csa_out_c;
wire[(2*(1 << ($clog2(14))))-1:0] csa_out_s;
reg [(2*(1 << ($clog2(14))))-1:0] C_out;
reg [(2*(1 << ($clog2(14))))-1:0] S_out;
genvar i_gen_loop,m_gen_loop;
generate
  for(i_gen_loop=0; i_gen_loop < (1 << (($clog2((1 << ($clog2(14))))) - 4)); i_gen_loop=i_gen_loop+1)
  begin
	always @(*) begin
	   first_index_dsp [i_gen_loop] = (A >> (i_gen_loop*16));
	   second_index_dsp[i_gen_loop] = (B >> (i_gen_loop*16));
	end
  end
endgenerate
integer i_loop=0;
integer m_loop=0;
always @(posedge clk or posedge reset)
begin
  for(i_loop=0; i_loop < (1 << (($clog2((1 << ($clog2(14))))) - 4)); i_loop=i_loop+1)
  begin
		for(m_loop=0; m_loop < (1 << (($clog2((1 << ($clog2(14))))) - 4)); m_loop=m_loop+1)
		begin
			if(reset)
				output_dsp[(i_loop*(1 << (($clog2((1 << ($clog2(14))))) - 4)))+m_loop][(2*(1 << ($clog2(14))))-1:0] <= 0;
			else
				output_dsp[(i_loop*(1 << (($clog2((1 << ($clog2(14))))) - 4)))+m_loop][(2*(1 << ($clog2(14))))-1:0] <= (first_index_dsp[i_loop][15:0] * second_index_dsp[m_loop][15:0])<<((i_loop+m_loop)*16);
		end
  end
end
generate
	genvar m;
	for(m=0; m<((1 << (($clog2((1 << ($clog2(14))))) - 4))*(1 << (($clog2((1 << ($clog2(14))))) - 4))); m=m+1) begin: DUMMY
        assign op_reg[m] = output_dsp[m];
    end
endgenerate
generate
	genvar k;
	for(k=0; k<((((1 << ($clog2(14))) > 16) ? ((1 << (($clog2((1 << ($clog2(14))))) - 4))*(1 << (($clog2((1 << ($clog2(14))))) - 4))-2) : 0)); k=k+1) begin: CSA_LOOP
		CSA csau(op_reg[3*k+0],op_reg[3*k+1],op_reg[3*k+2],op_reg[((1 << (($clog2((1 << ($clog2(14))))) - 4))*(1 << (($clog2((1 << ($clog2(14))))) - 4)))+2*k+0],op_reg[((1 << (($clog2((1 << ($clog2(14))))) - 4))*(1 << (($clog2((1 << ($clog2(14))))) - 4)))+2*k+1]);
	end
endgenerate
always @(posedge clk or posedge reset) begin
	if(reset) begin
		C_out <= 0;
		S_out <= 0;
	end
	else begin
		C_out <= ((1 << ($clog2(14))) > 16) ? op_reg[((((1 << ($clog2(14))) > 16) ? ((1 << (($clog2((1 << ($clog2(14))))) - 4))*(1 << (($clog2((1 << ($clog2(14))))) - 4))-2) : 0)*3+2)-1] : op_reg[0];
		S_out <= ((1 << ($clog2(14))) > 16) ? op_reg[((((1 << ($clog2(14))) > 16) ? ((1 << (($clog2((1 << ($clog2(14))))) - 4))*(1 << (($clog2((1 << ($clog2(14))))) - 4))-2) : 0)*3+2)-2] : op_reg[0];
	end
end
always @(posedge clk or posedge reset) begin
	if(reset)
		C <= 0;
	else
		C <= ((1 << ($clog2(14))) > 16) ? (C_out + S_out) : S_out;
end
endmodule
File: ./run.sh
#!/bin/bash
# OpenROAD 26Q1-2900-gdf79404cd8, Yosys 0.63+post, stock flow scripts
make -C /OpenROAD-flow-scripts/flow DESIGN_CONFIG=/design/flow/config.mk WORK_HOME=/design/flow/orfs finish
==> run notes <==
From the run reports.

- In this run, CTS created clock tree buffers numbering 17.
- The number of placed I/O pins reads 58.
- The max capacitance violation total is 0.
- The busiest layer in global routing is met2.
- The endpoint type of the worst setup path reads a flip-flop.
- Sorting the synthesized cells by how often they occur yields sky130_fd_sc_hd__inv_1, sky130_fd_sc_hd__nand2_1, sky130_fd_sc_hd__dfrtp_1.
- The first-pass iteration count of the detailed router reads 4.
- The cell-mix breakdown from Yosys lists the XOR/XNOR area share as a little over 5%.
- The mux share of post-synthesis cell area is 0.2718%.
- The required time at the endpoint of the critical path reads slightly below 7000 ps.
- By area the synthesized netlist is led by sky130_fd_sc_hd__dfrtp_1, sky130_fd_sc_hd__fa_1, sky130_fd_sc_hd__ha_1, sky130_fd_sc_hd__inv_1, sky130_fd_sc_hd__and2_1.
- The total count of max-transition violations in the final report is 0.
- The row count reads between 60 and 70.
- The report lists the cells along the critical path as dlygate4sd2_1, and2_1, fa_1, inv_1, fa_1, inv_1, fa_1, fa_1, fa_1, inv_1, fa_1, inv_1, ha_4, and3_1, a211oi_2, o31ai_2, a221o_1, a32o_2, o21a_1, xor2_1.
- The first-pass GRT wire length is 48,530 um.
- The flow ran to the end, and the final reports show no timing, DRC or antenna violations.
- Based on the critical path, the design can be clocked at up to around 160 MHz.
- The worst relative slew slack is 43.81%.
- The count of instantiated cells in the yosys netlist reads between 1,500 and 2,000.
- The clock sink total is 189.
- The maximum number of pins on one net before global-route repair reads 139.
- The final instance area reads around 18,000 um^2.
- The final count of hold timing violations is 0.
- The longest incremental delay of any stage on the critical path is reported as ~540 ps.
- The post-route fraction of the period consumed by the critical path reads 97.28%.
- The area recorded from the Yosys report for this design is 15,650 um^2.
- After routing, the total negative slack on setup checks comes to 0 ps.
- The antenna violation net count after detailed routing reads 0.
- The routed design has between 20,000 and 30,000 um of wire.
- The number of buffers inserted by port buffering is 57.
- The area enclosed by the die boundary is 32,010 um^2.
- The startpoint of the tightest hold check path reads mr.genblk1[0].mrs.C[17].
- The cell with the largest stage delay on the worst path is sky130_fd_sc_hd__fa_1.
- The first element of the critical path reads A[8].
- The die span in y is 178.9 um.
- The register share after synthesis reads 30.22%.
- The via count of the first global-routing pass is 10,340.
- Of the combinational cells, the family taking the most area is adder cells.
- The global-route usage over all layers reads 20.05%.
- The maximum net fanout on the critical path reads 5.
- The floorplan core density reads 51.03%.
- The mean post-synth cell area is 10.18 um^2.
- The fraction of registers with async set/reset is 100.0%.
- The kind of path behind the tightest hold check reads reg2reg.
- The share of synthesized cell area in full adder, half adder and majority cells reads between 30% and 40%.
- The fraction of synthesized cell area taken by the top area cell type reads 30.22%.
- The detailed placement HPWL reads about 23,000 um.
- Summing over the stages, the warning tally comes to 27.
- In this run the number of H-tree levels came out at 4.
- The count of flip-flops with a built-in enable after synthesis is 0.
- The global routing usage on met2 is between 30% and 40%.
- The overflow left after global routing reads 0.
- The average vias per placed instance reads 4.950.
- The most common cell type on the critical path reads sky130_fd_sc_hd__fa_1.
- The number of buffers and inverters on the critical path is 5.
- The root cell of the clock tree is sky130_fd_sc_hd__clkbuf_16.
- The startpoint type of the worst setup path is a primary input.
- The start-to-end type of the worst setup path reads in2reg.
- The area fraction in and, or, nand and nor cells reads 13.38%.
- The synthesized design spends more area on one cell type than any other, namely sky130_fd_sc_hd__dfrtp_1.
- The die is 178.9 um wide.
- The weighted congestion reported at the end of routability-driven placement is 0.9158.
- The DRC violation total left in the routed layout is recorded as 0.
- The antenna diode instance count is 0.
- After detailed routing, the average wire length per cell comes to roughly 14 um.
- The timing report attributes the biggest portion of critical-path delay to adder cells.
- The initial antenna violation count came to 0.
- The cell with the most instances after synthesis reads sky130_fd_sc_hd__inv_1.
- The met1 routing resource usage after global routing is approximately 30%.
- The CTS tree is done.
- The final setup violation count is 0.
- The setup skew after layout is 8.394 ps.
- The startpoint identified for the worst register-to-register timing path is im.C[0].
- The most used flip-flop cell after synthesis is sky130_fd_sc_hd__dfrtp_1.
- The layout-stage area growth over the synthesis result reads 15.52%.
- The arrival time of the worst setup path is 6720 ps.
- For reference, the clock transition at the flip-flops on the worst setup and hold paths is 70 ps.
- The total of warnings raised by yosys is 7.
- The instance count of the mapped netlist is 1,537.
- The post-layout minimum cycle time is 6421 ps.
- For this block, the initial DRC count from the detailed router was 257.
- Per the synthesis report, the AND-OR/OR-AND share of the synthesized area is 8.034%.
- The share of layout cells above drive strength 1 reads ~11%.
- The area of the mapped netlist reads 15,650 um^2.
- The area of the core region is 30,670 um^2.
- The flip-flop and latch count after synthesis is 189.
- The transition time at the pin with the least slew margin reads roughly 840 ps.
- The unique cell type count in the Yosys netlist reads 55.
- The global-route met3 utilization is 3.113%.
- The later-pin clock latency in the skew report is about 420 ps.
- The area after detailed placement is roughly 17,000 um^2.
- The deepest clock path buffer count is 2.
- The routed layout has 10,330 vias.
[per-stage QoR]
stage          worst slack [ps]  utilization [%]  cells  hold WS [ps]
2_1_floorplan             2.011                -   1537         331.2
3_3_place_gp             -550.0            56.75   2051         331.6
3_5_place_dp             -598.5            56.75   2051         334.7
4_1_cts                   1.350            58.73   2083         345.4
5_1_grt                  -13.13            58.95   2086         347.9
6_report                  179.3            58.95   2086         341.8
[path summary, 6_finish.rpt]
path / slack (ps) / cells after the start / to
setup / recovery: 180 / 20 / im.output_dsp[0][25]
hold / removal: 340 / 0 / mr.mrsl.T2H[7]
setup reg to reg: 2170 / 16 / mr.genblk1[0].mrs.MULT[12]
hold reg to reg: 340 / 0 / mr.mrsl.T2H[7]
max in group asynchronous: 4280 / 3 / im.S_out[2]
min in group asynchronous: 1300 / 2 / mr.C[0]
[placed cells by master (no fill, tap or decap), drive strengths merged, types with 43 or more instances in the layout]
cell type / instances
a21oi: 53
xnor2: 61
buf: 108
ha: 167
o21ai: 43
fa: 178
nor2: 51
inv: 244
and2: 122
nand2: 192
dfrtp: 189
[what timing repair did]
action                                  4_1_cts  5_1_grt
setup buffers                                 0        1
gates cloned                                  0        2
pin swaps                                     0       18
hold buffers                                  0        0
resized                                      13       37
endpoints found under the setup margin       10       13
[layer usage]
layer | up-vias | wire [um]
met1 | 4991 | 13060
met2 | 171 | 14060
li1 | 5135 | -
met4 | 0 | 431
met3 | 29 | 940
met5 | - | 0
[cell families after synthesis]
| group | count (synthesis) |
|---|---|
| and+or+nand+nor | 433 |
| adders and majority gates | 345 |
| buffers and inverters | 284 |
| AOI/OAI and AO/OA | 190 |
| DFF | 189 |
| xor gates and xnor gates | 92 |
| muxes | 4 |
[area by class of cell]
type                            instances  area [um^2]
Clock buffer                           21        470.5
Clock inverter                         11        153.9
Fill cell                            2561        12590
Inverter                              241        912.1
Multi-Input combinational cell       1064         9957
Sequential cell                       189         4730
Tap cell                              396        495.5
Timing Repair Buffer                  164         1361
